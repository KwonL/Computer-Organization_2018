--- /design/flow/run.sh ---
#!/bin/bash
# OpenROAD 26Q1-2900-gdf79404cd8, Yosys 0.63+post, stock flow scripts
make -C /OpenROAD-flow-scripts/flow DESIGN_CONFIG=/design/flow/config.mk WORK_HOME=/design/flow/orfs finish
--- /design/flow/config.mk ---
export PLATFORM = sky130hd
export DESIGN_NAME = DMA
export DESIGN_NICKNAME = DMA
export VERILOG_FILES = /design/flow/design.v
export SDC_FILE = /design/flow/constraint.sdc
export NUM_CORES = 4
export LEC_CHECK = 1
export CORE_AREA = 10 10 102 102
export DIE_AREA = 0 0 112 112
--- /design/flow/constraint.sdc ---
current_design DMA

set clk_period 3.0
set clk_io_pct 0.2

create_clock -name clk0 -period $clk_period [get_ports {CLK}]

set non_clock_inputs [all_inputs -no_clocks]
set_input_delay [expr $clk_period * $clk_io_pct] -clock clk0 $non_clock_inputs
set_output_delay [expr $clk_period * $clk_io_pct] -clock clk0 [all_outputs]
--- /design/flow/design.v ---
module DMA (
    input CLK, BG,
    input [4 * 16 - 1 : 0] edata,
    input [16-1+4:0] cmd,
    output reg BR, 
    output READ,
    output [16 - 1 : 0] addr, 
    output [4 * 16 - 1 : 0] data,
    output reg [1:0] offset,
    output reg interrupt
);
    reg [16-1:0] temp_addr;
    reg [3:0] temp_size;
    reg [4*16-1:0] temp_data;
    always @ (posedge CLK) begin
        if (cmd == {4'd12, 16'h01f4}) begin
            BR <= 1;
            temp_addr <= cmd[16-1:0];
            temp_size <= cmd[16-1+4:16];
        end
        if (BG == 1) begin
            if (offset < 2) offset <= offset + 1;
            else begin
                offset <= 0;
                BR <= 0;
                interrupt <= 1;
            end
        end
    end
    initial begin
        BR <= 0;
        offset <= 0;
    end
    assign READ = BG ? (BR ? 1 : 0) : 1'bz;
    assign addr = BG ? temp_addr + 4*offset : 16'bz;
    assign data = BG ? edata : 64'bz;
endmodule
==> changes_impl.md <==
## Implementation

- Area after DPL: 1520 sq um
- Root buffer cell: clkbuf_8
- Logic pwr share: 11.6%
- Area Growth Syn to Fin: 10.4%
- Switching power: 95.1 uW
- Ant. Diodes: 0
- RSZ-0062 raised after global routing: yes
- Final hold vios: 0
- Peak supply drop: 0.111 mV
- Cell Type Count: 28
- Clock latency (worst-skew pair): 0.25 ns
- Crit-path slowest cell: clkdlybuf4s50_1
- Die X: 112 um
- WL per Instance: 13.5 um
- Setup slack after layout: 0.115 ns
- First-pass GRT wire length: 4420 um
- Design Power: 524 uW
- GRT Max-Usage Layer: met2
- Fill cells: 867
- Routed vias: 790
- CTS max path bufs: 2
- CTS Hold Buffers Added: 0
- Grt met3 use: 2.23%
- Area leader share: 37.0%
- Crit path max fanout: 6
- Fin crit period: 2.89 ns
- Routability Congestion: 0.746
- Worst Hold Class: reg2reg
- First-pass detailed-route iteration total: 2
- CP max stage delay: 0.49 ns
- Critical Path RT: 2.40 ns
- Num CTS Buffers: 3
- Met2 GRT Util: 7.15%
- Initial antenna violation count: 0
- Drt total wl: 3060 um
- Initial core utilization: 17.8%
- Post-synthesis register bit count: 19
- Grt met1 use: 4.98%
- Max-slew headroom: 66.0%
- Clk pwr share: 32.2%
- Critical path endpoint category: primary output
- Yosys stat area: 1460 sq um
- Power Internal: 428 uW
- Pre-CTS setup slack: 0.211 ns
- Lkg Pwr: 0.000538 uW
- Core Region: 8220 sq um
- Max Cap Viol: 0
- Die area: 12500 sq um
- Tot GR Track Use: 4.38%
- DRC Markers: 0
- Die Y: 112 um
- Final cycle utilization of the critical path: 96.2%
- Pin count of the biggest net entering global routing: 14
- Top area cell types: edfxtp_1 (37%), buf_4 (35%), xor2_1 (6.0%), ha_1 (1.7%), nor4_1 (1.7%)
- IO buf count: 41
- Crit path DAT: 2.29 ns
- DRT antenna net count: 0
- Final Util: 19.6%
- Cell type with the largest total area: edfxtp_1
- Synth Instances: 139
- Clock skew: 0.000842 ns
- Via/cell ratio: 3.48
- Clock-pin slew on the worst setup and hold paths: 0.06 ns
- Syn_area_per_cell: 10.5 sq um
- CTS sink count: 19
- Sequential fraction of design power: 56.2%
- Slew @ Worst Pin: 0.505 ns
- # setup viols final: 0
- Power Density: 324 nW/um^2
- Final HPWL DP: 2640 um
- Cell Area, Synth: 1460 sq um
- Switching fraction of total power: 18.2%
- WS Path Type: reg2out
- Total grt overflow: 0
- Cells along the critical path: ha_1, inv_1, fa_2, nor4b_2, xor2_1, clkdlybuf4s50_1
- Max Clock Freq: 347 MHz
- Vias in the first global route: 832
- # Cells Yosys: 139
- CTS tree: done
- Register share after synthesis: 38.4%
- Number of logged tool warnings: 26
- H-tree levels: 1
- Ratio of cells with drive above 1 in the final layout: 15.6%
- IO Pins: 171
- Num rows: 33
- Outcome: finished, final reports clean
- Warnings from Yosys: 4
- Number of DRC markers in iteration 0: 40
- CP Launch Type: flip-flop
- Max-slew violations: 0
- Final instance area: 1610 sq um
[cells in the final DEF (no fill, tap or decap), types with 2 or more instances in the layout]
cell	Yosys	final
clkdlybuf4s50_1	0	41
edfxtp_1	18	18
xor2_1	10	10
buf_4	68	6
inv_1	4	4
nand2_1	4	4
nor2_1	3	3
clkbuf_8	0	3
nand4_1	2	2
nor4_1	4	2
nand3_1	2	2
nor4_2	0	2
nor4b_2	1	2
nor3_1	3	2
xnor2_1	2	2
ha_1	2	2
[synthesized netlist by cell type]
cell	n
nor4b_1	2
fa_1	1
nor2_1	3
nor4b_2	1
nand3_2	1
or2b_1	1
dfxtp_1	1
nand4_1	2
inv_1	4
xnor2_1	2
nor3b_1	1
nor3_1	3
buf_4	68
nor4_1	4
edfxtp_1	18
a31o_2	1
or4b_1	1
a21oi_1	1
xor2_1	10
o21bai_1	1
nor4bb_1	1
nor2b_1	1
conb_1	1
and3_1	1
nand4_4	1
nand2_1	4
nand3_1	2
ha_1	2
[power groups by stage]
stage	Clock, uW	Combinational [uW]	Sequential (uW)
CTS	175	58.7	294
global route	189	66.3	294
finish	169	60.7	294
[logic make-up (layout without fill, tap and decap cells)]
family,Yosys count,after routing,share of synthesized area [%]
compound gates,3,3,1.46
xor+xnor,12,12,7.19
fa+ha+maj,3,3,3.08
buf+inv,72,55,36.0
flops,19,19,38.4
other cells,1,1,0.257
simple gates,29,29,13.7
[path summary, 6_finish.rpt]
path / to / slack (ns) / start / depth (start not counted)
worst min-delay path: offset[0] / 0.65 / offset[1] / 1
worst max register to register: offset[1] / 2.06 / offset[0] / 2
worst max-delay path: addr[12] / 0.11 / offset[0] / 6
worst min register to register: offset[0] / 0.65 / offset[1] / 1
[state kept, by name (all words and copies together), names as in the netlist]
signal,flops
temp_addr,16
BR,1
offset,2
[metrics by stage]
step / cells / hold WS [ns] / TNS [ns]
after floorplan: 139 / 0.553 / 0
after global placement: 220 / 0.592 / 0
after detailed placement: 220 / 0.615 / 0
after CTS: 224 / 0.631 / 0
after global routing: 227 / 0.699 / -0.0522
final: 227 / 0.653 / 0
[what timing repair did]
action,4_1_cts,5_1_grt
pin swaps,0,1
endpoints found under the setup margin,3,5
gates resized,3,2
setup buffers,0,3
[worst max-delay path: cells and delay by family (launching register included)]
family,cells,cell delay (ns)
and+or+nand+nor,1,0.33
adders and majority gates,2,0.62
xor gates and xnor gates,1,0.17
buffers and inverters,2,0.55
DFF,1,0.38
[routing by layer]
metal,part of all wire [%],vias to the layer above
met5,0,-
met4,1.8,0
met3,9.6,16
met2,46,43
met1,43,365
li1,-,366
[area by class of cell]
type / instances / area (sq um) / share of cell area (%)
Sequential cell: 19 / 561 / 34.7
Timing Repair Buffer: 47 / 455 / 28.2
Multi-Input combinational cell: 48 / 407 / 25.2
Tap cell: 105 / 131 / 8.14
Clock buffer: 4 / 45.0 / 2.79
Inverter: 4 / 15.0 / 0.930
Power figures rest on the tool's default switching activity, not on a simulated workload.
