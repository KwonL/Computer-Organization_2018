===== design.v =====
module cache_unit(
    input clk,
    input reset_n,
    input i_readC,
    input [16-1:0] i_address_to_C,
    output reg [16-1:0] i_data,
    output reg i_hit,
    input i_send_data,
    output [16-1:0] i_address,
    output reg i_readM,
    input [4*16-1:0] i_data_block,
    input d_readC,
    input d_writeC,
    input [16-1:0] d_address_to_C,
    inout [16-1:0] d_data,
    output reg d_hit,
    input d_send_data,
    output [16-1:0] d_address,
    output d_readM,
    output d_writeM,
    inout [4*16-1:0] d_data_block,
    input BR,
    input BG
);
    integer i_num_miss = 0;
    reg [16-1:0] i_cache [0:3][0:3];
    reg [11:0] i_tag [0:3];
    wire [11:0] i_input_tag = i_address_to_C[15:4];
    wire [1:0] i_input_index = i_address_to_C[3:2];
    wire [1:0] i_input_offset = i_address_to_C[1:0];
    integer i;
    wire [16-1:0] i_temp_data [3:0];
    assign i_temp_data[0] = i_data_block[4*16-1:3*16];
    assign i_temp_data[1] = i_data_block[3*16-1:2*16];
    assign i_temp_data[2] = i_data_block[2*16-1:16];
    assign i_temp_data[3] = i_data_block[16-1:0];
    assign i_address = {i_address_to_C[16-1:2], 2'b00};
    always @ (posedge clk) begin
        if (reset_n == 0) begin
            i_hit <= 0;
            for (i = 0; i < 4; i = i+1) begin
                i_tag[i] <= -1;
            end
            i_readM <= 1;
        end
        else begin
            if (i_readC && (i_input_tag == i_tag[i_input_index])) begin
                i_hit <= 1;
                i_data <= i_cache[i_input_index][i_input_offset];
                i_readM <= 0;
            end
            else if (i_readC) begin
                i_hit <= 0;
                i_readM <= 1;
            end 
            else begin
                i_hit <= 0;
                i_readM <= 0;
            end
            if (i_send_data) begin
                i_cache[i_input_index][0] <= i_data_block[4*16-1:3*16];
                i_cache[i_input_index][1] <= i_data_block[3*16-1:2*16];
                i_cache[i_input_index][2] <= i_data_block[2*16-1:16];
                i_cache[i_input_index][3] <= i_data_block[16-1:0];
                i_tag[i_input_index] <= i_input_tag;
                i_hit <= 1;
                i_data <= i_temp_data[i_input_offset];
                i_num_miss <= i_num_miss + 1;
            end
        end
    end
    integer d_num_miss = 0;
    reg d_writeM_reg;
    reg d_readM_reg;
    reg [16-1:0] d_data_internel;
    assign d_data = d_readC ? d_data_internel : 16'bz;
    reg [4*16-1:0] d_data_block_internel;
    assign d_data_block = BR | BG ? 64'bz : d_writeM ? d_data_block_internel : 64'bz;
    reg [16-1:0] d_cache [0:3][0:3];
    reg [11:0] d_tag [0:3];
    reg d_dirty [0:3];
    wire [11:0] d_input_tag = d_address_to_C[15:4];
    wire [1:0] d_input_index = d_address_to_C[3:2];
    wire [1:0] d_input_offset = d_address_to_C[1:0];
    wire [16-1:0] d_temp_data [3:0];
    assign d_temp_data[0] = d_data_block[4*16-1:3*16];
    assign d_temp_data[1] = d_data_block[3*16-1:2*16];
    assign d_temp_data[2] = d_data_block[2*16-1:16];
    assign d_temp_data[3] = d_data_block[16-1:0];
    assign d_address = BR | BG ? 16'bz : d_writeM ? {d_tag[i_input_index], d_input_index, 2'b00} : {d_address_to_C[15:2], 2'b00};
    assign d_writeM = BG | BR ? 1'bz : d_writeM_reg;
    assign d_readM = BG | BR ? 1'bz : d_readM_reg;
    always @ (posedge clk) begin
        if (reset_n == 0) begin
            d_hit <= 0;
            for (i = 0; i < 4; i = i + 1) begin
                d_tag[i] <= -1;
                d_dirty[i] <= 0;
            end
            d_readM_reg <= 0;
            d_writeM_reg <= 0;
        end
        else begin
            if (d_readC && (d_input_tag == d_tag[d_input_index])) begin
                d_hit <= 1;
                d_data_internel <= d_cache[d_input_index][d_input_offset];
                d_readM_reg <= 0;
                d_writeM_reg <= 0;
            end
            else if (d_writeC && (d_input_tag == d_tag[d_input_index])) begin
                d_hit <= 1;
                d_cache[d_input_index][d_input_offset] <= d_data;
                d_writeM_reg <= 0;
                d_readM_reg <= 0;
                d_dirty[d_input_index] <= 1;
            end 
            else if (d_readC | d_writeC) begin
                if (d_dirty[d_input_index]) begin
                    d_dirty[d_input_index] <= 0;
                    d_writeM_reg <= 1;
                    d_hit <= 0;
                    d_readM_reg <= 0;
                    d_data_block_internel <= {d_cache[d_input_index][0], d_cache[d_input_index][1], d_cache[d_input_index][2], d_cache[d_input_index][3]};
                end
                else begin
                    d_hit <= 0;
                    d_readM_reg <= 1;
                    d_writeM_reg <= 0;
                end
            end 
            else begin
                d_hit <= 0;
                d_readM_reg <= 0;
                d_writeM_reg <= 0;
            end
            if (d_send_data && (d_readC | d_writeC)) begin
                d_cache[d_input_index][0] <= d_data_block[4*16-1:3*16];
                d_cache[d_input_index][1] <= d_data_block[3*16-1:2*16];
                d_cache[d_input_index][2] <= d_data_block[2*16-1:16];
                d_cache[d_input_index][3] <= d_data_block[16-1:0];
                d_tag[d_input_index] <= d_input_tag;
                d_dirty[d_input_index] <= 0;
                d_hit <= 1;
                if (d_readC) d_data_internel <= d_temp_data[d_input_offset];
                else if (d_writeC) d_cache[d_input_index][d_input_offset] <= d_data;
                d_num_miss <= d_num_miss + 1;
            end
        end
    end
endmodule

===== run.sh =====
#!/bin/bash
# OpenROAD 26Q1-2900-gdf79404cd8, Yosys 0.63+post, stock flow scripts
make -C /OpenROAD-flow-scripts/flow DESIGN_CONFIG=/design/flow/config.mk WORK_HOME=/design/flow/orfs finish

===== config.mk =====
export PLATFORM = sky130hd
export DESIGN_NAME = cache_unit
export DESIGN_NICKNAME = cache_unit
export VERILOG_FILES = /design/flow/design.v
export SDC_FILE = /design/flow/constraint.sdc
export NUM_CORES = 4
export LEC_CHECK = 1
export CORE_UTILIZATION = 40

===== constraint.sdc =====
current_design cache_unit

set clk_period 17.6
set clk_io_pct 0.2

create_clock -name clk0 -period $clk_period [get_ports {clk}]

set non_clock_inputs [all_inputs -no_clocks]
set_input_delay [expr $clk_period * $clk_io_pct] -clock clk0 $non_clock_inputs
set_output_delay [expr $clk_period * $clk_io_pct] -clock clk0 [all_outputs]

==> Flow_metrics.wiki <==
== Metrics ==
{| class="wikitable"
! Metric !! Value
|-
| CTS HTree Levels || 3
|-
| Number of placement rows || about 100
|-
| Root Buffer Master || clkbuf_16
|-
| Exit stage || clock tree synthesis (4_1_cts)
|-
| # Post-CTS Setup Buffers || 0
|-
| Placed cell area || around 35000 um^2
|-
| Commonest flop || edfxtp_1
|-
| Synth Instances || roughly 1800
|-
| Number of buffers created by CTS || around 78
|-
| Detailed placement HPWL || 50700 um
|-
| Sequential element share of the synthesized area || 0.656
|-
| Tally of yosys warning messages || 7
|-
| Error text reported by the tool || [error] [KeplerFormal.cpp:679] Workflow failed: Iso has multiple drivers: .d_data14, d_data[14]$_DFFE_PP_.Q0
|-
| Floorplan Utilization || 0.404
|-
| Total of flip-flops plus latches after synthesis || 713
|-
| Post-synthesis instance area || 32500 um^2
|-
| Number of cells in the yosys synthesis report || 1757
|-
| Result of the run || stopped before the end
|-
| Synthesized area divided by synthesized cell count || approximately 19 um^2
|-
| Horizontal extent of the die || 287 um
|-
| Max Root-Sink Buffers || 3
|-
| Proportion of synthesized flip-flops having asynchronous set or reset || 0
|-
| Post-cts repair resize count || 0
|-
| Area reported by Yosys stat || 32500 um^2
|-
| Number of distinct standard cells referenced by the synthesized netlist || 50
|-
| Hold_buf cts || 0
|-
| Num ports || 238
|-
| DP Worst Slack || between 8 and 9 ns
|-
| Count of library flops with an enable pin || 705
|-
| Final estimated routing congestion in global placement || 0.875
|-
| Vertical die dimension || between 200 and 300 um
|-
| Port Buf Inserts || 151
|-
| Clk sink count || 713
|}
==> cell families after synthesis <==
logic type,count (synthesis),synth area share
DFF,713,0.656
and+or+nand+nor,260,0.0451
muxes,468,0.244
xor gates and xnor gates,24,0.00646
other,1,0.000115
buffers and inverters,177,0.0266
AOI/OAI and AO/OA,114,0.0224
==> stage by stage <==
| step | util | total power [uW] | instances |
|---|---|---|---|
| global placement | 0.437 | 2320 | 2884 |
| detailed placement | 0.437 | 2320 | 2884 |
| floorplan | - | 2200 | 1760 |
==> Yosys cell counts, types with 8 or more instances <==
master / number / share of area
buf_1: 11 / 0.0013
nor2_1: 15 / 0.0017
xor2_1: 12 / 0.0032
buf_2: 26 / 0.0040
edfxtp_1: 705 / 0.65
o311ai_1: 10 / 0.0027
mux2_2: 239 / 0.083
o21ai_0: 52 / 0.0080
buf_4: 22 / 0.0051
nand2b_1: 18 / 0.0035
clkbuf_1: 88 / 0.010
or3_1: 38 / 0.0073
nand4_1: 23 / 0.0044
dfxtp_1: 8 / 0.0049
nand2_1: 72 / 0.0083
inv_1: 21 / 0.0024
a2bb2oi_1: 15 / 0.0040
or2_2: 48 / 0.0092
xnor2_1: 12 / 0.0032
and2_1: 17 / 0.0033
a21oi_1: 15 / 0.0023
mux4_1: 19 / 0.015
mux4_2: 210 / 0.15
No activity file was given, so power comes from the tool's default toggle rates.
