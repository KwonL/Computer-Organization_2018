==> run.sh <==
#!/bin/bash
# OpenROAD 26Q1-2900-gdf79404cd8, Yosys 0.63+post, stock flow scripts
make -C /OpenROAD-flow-scripts/flow DESIGN_CONFIG=/design/flow/config.mk WORK_HOME=/design/flow/orfs finish
==> config.mk <==
export PLATFORM = sky130hd
export DESIGN_NAME = ALU
export DESIGN_NICKNAME = ALU
export VERILOG_FILES = /design/flow/design.v
export SDC_FILE = /design/flow/constraint.sdc
export NUM_CORES = 4
export LEC_CHECK = 1
export CORE_UTILIZATION = 30
==> constraint.sdc <==
current_design ALU

set clk_period 12.2
set clk_io_pct 0.2

create_clock -name clk0 -period $clk_period

set non_clock_inputs [all_inputs -no_clocks]
set_input_delay [expr $clk_period * $clk_io_pct] -clock clk0 $non_clock_inputs
set_output_delay [expr $clk_period * $clk_io_pct] -clock clk0 [all_outputs]
==> design.v <==
module ALU(
    input [15:0] A,
    input [15:0] B,
    input Cin,
    input [3:0] OP,
    output reg Cout,
    output reg [15:0] C
    );
    reg[16:0] temp;
    always @(*) begin
        case (OP)
            4'b0000 : begin
                temp = A + B + {15'b0, Cin};
                C = temp[15:0];
                Cout = temp[16];
            end
            4'b0001 : begin
                temp = Cin ? A + ~B : A + ~B + 16'b1;
                Cout = temp[16];
                C = temp[15:0];
            end
            4'b0010 : begin
                C = A;
                Cout = 0;
            end
            4'b0011 : begin
                C = ~(A & B);
                Cout = 0;
            end
            4'b0100 : begin
                C = ~(A | B);
                Cout = 0;
            end
            4'b0101 : begin
                C = ~(A ^ B);
                Cout = 0;
            end
            4'b0110 : begin
                C = ~A;
                Cout = 0;
            end
            4'b0111 : begin
                C = A & B;
                Cout = 0;
            end
            4'b1000 : begin
                C = A | B;
                Cout = 0;
            end
            4'b1001 : begin 
                C = A ^ B;
                Cout = 0;
            end
            4'b1010 : begin
                C = A >> 1;
                Cout = 0;
            end
            4'b1011 : begin
                C = (A >> 1) | {A[15], 15'b0};
                Cout = 0;
            end
            4'b1100 : begin
                C = (A >> 1) | {A[0], 15'b0};
                Cout = 0;
            end
            4'b1101 : begin 
                C = A << 1;
                Cout = 0;
            end
            4'b1110 :  begin
                C = A << 1;
                Cout = 0;
            end
            4'b1111 : begin
                C = (A << 1) | {15'b0, A[15]};
                Cout = 0;
            end
            default : begin
                C = A;
                Cout = 0;
            end
        endcase
    end
endmodule
==> flow_summary.json <==
{
  "antenna_cells": 0,
  "ant_nets": 0,
  "switchingPower_uw": 126,
  "postRouteWirelength_um": 15000,
  "num_vias": 4627,
  "avgSynthCellArea_um2": 6.70,
  "regArea_um2": 0,
  "startpoint_type": "primary input",
  "required_ns": 9.76,
  "finalSetupViolations": 0,
  "antenna_found_initial": 0,
  "status": "complete, no violations",
  "fp_util": 0.310,
  "fin_setup_tns_ns": 0,
  "gp_routability_congestion": 0.948,
  "cp_cell_sequence": "clkdlybuf4s50_1 -> ha_1 -> fa_1 -> ha_1 -> nor2b_1 -> nand2_1 -> o21bai_1 -> a221oi_1 -> nand4_1 -> nor4_2 -> nand2_1 -> xnor3_1 -> o21ai_1 -> clkdlybuf4s50_1",
  "hold_viol": 0,
  "ys_cells": 589,
  "crit_family": "simple AND/OR/NAND/NOR gates",
  "met2_usage": 0.348,
  "drive_gt1_frac": 0.0411,
  "die_y_um": 117,
  "switching_share": 0.564,
  "critPathCaptureType": "output pin",
  "synth.largest_area_cell": "ha_1",
  "grt_pass1_wl_um": 23200,
  "rsz0062_at_grt": "false",
  "p_comb_frac": 1.000,
  "drv_cap": 0,
  "max-slew-margin-rel": 0.460,
  "leakagePower_uw": 0.00183,
  "synth.area.top_cells": "ha_1 16%, xnor2_1 7.1%, a21oi_1 5.5%",
  "wl_per_cell_um": 19.2,
  "worstSetupPathType": "primary input to output pin",
  "fmax_ghz": 0.110,
  "cpPeakStageDelay_ns": 0.54,
  "num_io_pins": 54,
  "remaining_drc_errors": 0,
  "dr.first_iter.drc_count": 497,
  "holdCritPathClass": "primary input to output pin",
  "yosys.stat.seqShare": 0,
  "top_cell": "inv_1",
  "min_period_over_period": 0.743,
  "synth_area_mm2": 0.00395,
  "placementRows": 41,
  "vdd_drop_max_v": 0.0000179,
  "cp_max_fo": 6,
  "cts-resized-gates": 0,
  "fp.dieW_um": 117,
  "coreArea_mm2": 0.0127,
  "final.min_clock_period_ns": 9.06,
  "p_int_uw": 97.7,
  "grt.overflow.total": 0,
  "common_cells": "52 x inv_1, 49 x ha_1, 43 x a21oi_1, 43 x nand2_1, 42 x nor2_1",
  "worstPathArrival_ns": 6.62,
  "top_usage_layer": "met2",
  "warnings": 64,
  "grt_max_degree": 62,
  "port_buffers": 54,
  "worst-path-buf-inv": 2,
  "dp_hpwl_um": 11100,
  "synth_cells": 589,
  "power_density_mw_per_mm2": 48.9,
  "clockPowerShare": 0,
  "fillCellCount": 1407,
  "power_uw": 224,
  "grt_use_total": 0.225,
  "ff_count": 0,
  "yosysWarnings": 1,
  "area_growth_pct": 16.2,
  "die-area_mm2": 0.0136,
  "use_met1": 0.336,
  "dpl_cell_area_mm2": 0.00458,
  "design_area_mm2": 0.00458,
  "hold_buffers": 0,
  "slew_violations": 0,
  "p_seq_frac": 0,
  "use_met3": 0.0264,
  "grt_pass1_vias": 4144,
  "yosys-stat-area_mm2": 0.00395,
  "via_per_inst": 5.93,
  "cts_setup_buffers": 0,
  "clkbuf_count": 0,
  "tightestPinTransition_ns": 0.809,
  "netlist.area_leader.share": 0.155,
  "ys_types": 74,
  "firstDrtPassIters": 6,
  "cp_slowest_cell": "fa_1"
}
==> final timing paths <==
| check | slack (ns) | start | cells past startpoint | to |
|---|---|---|---|---|
| min | 6.10 | A[0] | 6 | C[1] |
| max | 3.14 | A[0] | 14 | C[12] |
==> layout make-up <==
class                           instances  area (µm²)  area share
Inverter                               55         206      0.0450
Multi-Input combinational cell        490        3560       0.776
Timing Repair Buffer                   63         603       0.132
Tap cell                              172         215      0.0469
==> logic make-up (layout without fill, tap and decap cells) <==
family / Yosys count / in the layout / share of synthesized area
buffers and inverters: 99 / 118 / 0.0977
muxes: 9 / 9 / 0.0232
xor gates and xnor gates: 55 / 55 / 0.127
AOI/OAI and AO/OA: 214 / 214 / 0.371
and+or+nand+nor: 160 / 160 / 0.210
adders and majority gates: 52 / 52 / 0.171
==> power groups by stage <==
stage         logic, µW  clock network [µW]  registers [µW]
finish              224                   0               0
global route        245                   0               0
CTS                 222                   0               0
==> worst min-delay path: stages <==
cell             delay (ns)
clkdlybuf4s50_1        0.51
nand2_1                0.12
nand2_1                0.05
o21ai_0                0.07
a31oi_1                0.07
clkdlybuf4s50_1        0.39
==> cells in the final DEF (no fill, tap or decap), types with 4 or more instances in the layout <==
master           count
a22oi_1             16
a32oi_1              7
o21ai_0             41
o221ai_1             9
inv_1               52
mux2i_1              8
buf_4                9
nand4_1              4
nand2_1             43
a31oi_1              7
o211ai_1             8
o22ai_1             14
clkdlybuf4s50_1     53
nor3_1               9
a21o_1               4
or3_1                5
xor2_1              21
a32o_1               4
nor2_1              42
and2_1               6
xnor2_1             32
nand3_1             10
a21oi_1             43
a221oi_1            11
a211oi_1             6
nor2b_1              7
ha_1                49
and3_1               6
nand2b_1            10
o21ai_1              5
==> routing by layer <==
metal	share of wire	vias to the layer above	wire, µm
li1	-	2211	-
met3	0.091	23	1360
met2	0.43	233	6490
met1	0.45	2160	6800
met5	0	-	0
met4	0.022	0	325
==> through the flow <==
stage | cells | utilization | setup slack (ns) | hold WS (ns)
floorplan | 589 | - | 4.70 | 4.95
detailed placement | 780 | 0.360 | 3.15 | 6.11
global route | 780 | 0.360 | 2.78 | 6.20
CTS | 780 | 0.360 | 3.14 | 6.12
finish | 780 | 0.360 | 3.14 | 6.10
global placement | 780 | 0.360 | 3.22 | 6.11
No activity file was given, so power comes from the tool's default toggle rates.
